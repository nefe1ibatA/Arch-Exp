==> design.v <==
module cache (
	input wire clk,   
	input wire rst,   
	input wire [ADDR_BITS-1:0] addr,   
    input wire load,     
	input wire store,   
	input wire edit,   
	input wire invalid,   
    input wire [2:0] u_b_h_w,  
	input wire [31:0] din,   
	output reg hit = 0,   
	output reg [31:0] dout = 0,   
	output reg valid = 0,   
	output reg dirty = 0,   
	output reg [TAG_BITS-1:0] tag = 0   
	);
    localparam 
    ADDR_BITS = 32,
    WORD_BYTES = 4,
    WORD_BYTES_WIDTH = 2,    
    WORD_BITS = (WORD_BYTES * 8),
    ELEMENT_WORDS = 4,
    ELEMENT_WORDS_WIDTH = 2,    
    BLOCK_WIDTH = (ELEMENT_WORDS_WIDTH + WORD_BYTES_WIDTH),    
    ELEMENT_NUM = 64,
    WAYS = 2,
    ELEMENT_INDEX_WIDTH = 6,    
    SET_INDEX_WIDTH = 5,    
    TAG_BITS = (ADDR_BITS - SET_INDEX_WIDTH - BLOCK_WIDTH);   
    wire [31:0] word1, word2;
    wire [15:0] half_word1, half_word2;
    wire [7:0]  byte1, byte2;
    wire recent1, recent2, valid1, valid2, dirty1, dirty2;
    wire [TAG_BITS-1:0] tag1, tag2;
    wire hit1, hit2;
    reg [ELEMENT_NUM-1:0] inner_recent = 0;
    reg [ELEMENT_NUM-1:0] inner_valid = 0;
    reg [ELEMENT_NUM-1:0] inner_dirty = 0;
    reg [TAG_BITS-1:0] inner_tag [0:ELEMENT_NUM-1];
    reg [31:0] inner_data [0:ELEMENT_NUM*ELEMENT_WORDS-1];
    integer i;
    initial begin
        for (i = 0; i < ELEMENT_NUM; i = i + 1)
            inner_tag[i] = 23'b0;
        for (i = 0; i < ELEMENT_NUM*ELEMENT_WORDS; i = i + 1)
            inner_data[i] = 32'b0;
    end
    wire [TAG_BITS-1:0] addr_tag;
    wire [SET_INDEX_WIDTH-1:0] addr_index;      
    wire [ELEMENT_INDEX_WIDTH-1:0] addr_element1; 
    wire [ELEMENT_INDEX_WIDTH-1:0] addr_element2;      
    wire [ELEMENT_INDEX_WIDTH+ELEMENT_WORDS_WIDTH-1:0] addr_word1;
    wire [ELEMENT_INDEX_WIDTH+ELEMENT_WORDS_WIDTH-1:0] addr_word2;  
    assign addr_tag = addr[31:9];              
    assign addr_index = addr[8:4];            
    assign addr_element1 = {addr_index, 1'b0};
    assign addr_element2 = {addr_index, 1'b1};       
    assign addr_word1 = {addr_element1, addr[ELEMENT_WORDS_WIDTH+WORD_BYTES_WIDTH-1:WORD_BYTES_WIDTH]};
    assign addr_word2 = {addr_element2, addr[ELEMENT_WORDS_WIDTH+WORD_BYTES_WIDTH-1:WORD_BYTES_WIDTH]};            
    assign word1 = inner_data[addr_word1];
    assign word2 = inner_data[addr_word2];                 
    assign half_word1 = addr[1] ? word1[31:16] : word1[15:0];
    assign half_word2 = addr[1] ? word2[31:16] : word2[15:0] ;            
    assign byte1 = addr[1] ?
                    addr[0] ? word1[31:24] : word1[23:16] :
                    addr[0] ? word1[15:8] :  word1[7:0]   ;
    assign byte2 = addr[1] ?
                    addr[0] ? word2[31:24] : word2[23:16] :
                    addr[0] ? word2[15:8] :  word2[7:0];                 
    assign recent1 = inner_recent[addr_element1];
    assign recent2 = inner_recent[addr_element2];               
    assign valid1 = inner_valid[addr_element1];
    assign valid2 = inner_valid[addr_element2];                
    assign dirty1 = inner_dirty[addr_element1];
    assign dirty2 = inner_dirty[addr_element2];                
    assign tag1 = inner_tag[addr_element1];
    assign tag2 = inner_tag[addr_element2];                  
    assign hit1 = valid1 & (tag1 == addr_tag);
    assign hit2 = valid2 & (tag2 == addr_tag);                  
    always @ (posedge clk) begin
        valid <= (recent2&valid1) | (recent1&valid2);                   
        dirty <= (recent2&dirty1) | (recent1&dirty2);                   
        tag <= ( {TAG_BITS{recent2}} & tag1 ) | ( {TAG_BITS{recent1}} & tag2 );                     
        hit <= hit1 | hit2;                     
        if (load) begin
            if (hit1) begin
                dout <=
                    u_b_h_w[1] ? word1 :
                    u_b_h_w[0] ? {u_b_h_w[2] ? 16'b0 : {16{half_word1[15]}}, half_word1} :
                    {u_b_h_w[2] ? 24'b0 : {24{byte1[7]}}, byte1};
                inner_recent[addr_element1] <= 1'b1;
                inner_recent[addr_element2] <= 1'b0;
            end
            else if (hit2) begin
                dout <=
                    u_b_h_w[1] ? word2 :
                    u_b_h_w[0] ? {u_b_h_w[2] ? 16'b0 : {16{half_word2[15]}}, half_word2} :
                    {u_b_h_w[2] ? 24'b0 : {24{byte2[7]}}, byte2};
				inner_recent[addr_element2] <= 1'b1;
                inner_recent[addr_element1] <= 1'b0;
            end
        end
        else dout <= inner_data[ recent1 ? addr_word2 : addr_word1 ];
        if (edit) begin
            if (hit1) begin
                inner_data[addr_word1] <= 
                    u_b_h_w[1] ?         
                        din
                    :
                        u_b_h_w[0] ?     
                            addr[1] ?        
                                {din[15:0], word1[15:0]} 
                            :
                                {word1[31:16], din[15:0]} 
                        :    
                            addr[1] ?
                                addr[0] ?
                                    {din[7:0], word1[23:0]}    
                                :
                                    {word1[31:24], din[7:0], word1[15:0]}  
                            :
                                addr[0] ?
                                    {word1[31:16], din[7:0], word1[7:0]}    
                                :
                                    {word1[31:8], din[7:0]}  
                ;
                inner_dirty[addr_element1] <= 1'b1;
                inner_recent[addr_element1] <= 1'b1;
                inner_recent[addr_element2] <= 1'b0;
            end
            else if (hit2) begin
				inner_data[addr_word2] <= 
                    u_b_h_w[1] ?         
                        din
                    :
                        u_b_h_w[0] ?     
                            addr[1] ?        
                                {din[15:0], word2[15:0]} 
                            :
                                {word2[31:16], din[15:0]} 
                        :    
                            addr[1] ?
                                addr[0] ?
                                    {din[7:0], word2[23:0]}    
                                :
                                    {word2[31:24], din[7:0], word2[15:0]}  
                            :
                                addr[0] ?
                                    {word2[31:16], din[7:0], word2[7:0]}    
                                :
                                    {word2[31:8], din[7:0]}  
                ;
				inner_dirty[addr_element2] <= 1'b1;
                inner_recent[addr_element2] <= 1'b1;
                inner_recent[addr_element1] <= 1'b0;
            end
        end
        if (store) begin
            if (recent1) begin   
                inner_data[addr_word2] <= din;
                inner_valid[addr_element2] <= 1'b1;
                inner_dirty[addr_element2] <= 1'b0;
                inner_tag[addr_element2] <= addr_tag;
            end else begin
				inner_data[addr_word1] <= din;
				inner_valid[addr_element1] <= 1'b1;
				inner_dirty[addr_element1] <= 1'b0;
				inner_tag[addr_element1] <= addr_tag;
            end
        end
        if (invalid) begin
            inner_recent[addr_element1] <= 1'b0;
            inner_recent[addr_element2] <= 1'b0;
            inner_valid[addr_element1] <= 1'b0;
            inner_valid[addr_element2] <= 1'b0;
            inner_dirty[addr_element1] <= 1'b0;
            inner_dirty[addr_element2] <= 1'b0;
        end
    end
endmodule
module cmu (
		input clk,
		input rst,
		input [31:0] addr_rw,
		input en_r,
		input en_w,
        input [2:0] u_b_h_w,
		input [31:0] data_w,
		output [31:0] data_r,
		output stall,
		output reg mem_cs_o = 0,
		output reg mem_we_o = 0,
		output reg [31:0] mem_addr_o = 0,
		input [31:0] mem_data_i,
		output [31:0] mem_data_o,
		input mem_ack_i,
        output [2:0] cmu_state
	);
    localparam 
    ADDR_BITS = 32,
    WORD_BYTES = 4,
    WORD_BYTES_WIDTH = 2,    
    WORD_BITS = (WORD_BYTES * 8),
    ELEMENT_WORDS = 4,
    ELEMENT_WORDS_WIDTH = 2,    
    BLOCK_WIDTH = (ELEMENT_WORDS_WIDTH + WORD_BYTES_WIDTH),    
    ELEMENT_NUM = 64,
    WAYS = 2,
    ELEMENT_INDEX_WIDTH = 6,    
    SET_INDEX_WIDTH = 5,    
    TAG_BITS = (ADDR_BITS - SET_INDEX_WIDTH - BLOCK_WIDTH);   
    reg [ADDR_BITS-1:0] cache_addr = 0;
    reg cache_load = 0;
    reg cache_store = 0;
    reg cache_edit = 0;
    reg [2:0] cache_u_b_h_w = 0;
    reg [WORD_BITS-1:0] cache_din = 0;
    wire cache_hit;
    wire [WORD_BITS-1:0] cache_dout;
    wire cache_valid;
    wire cache_dirty;
    wire [TAG_BITS-1:0] cache_tag;
    cache CACHE (
        .clk(~clk),
        .rst(rst),
        .addr(cache_addr),
        .load(cache_load),
        .store(cache_store),
        .edit(cache_edit),
        .invalid(1'b0),
        .u_b_h_w(cache_u_b_h_w),
        .din(cache_din),
        .hit(cache_hit),
        .dout(cache_dout),
        .valid(cache_valid),
        .dirty(cache_dirty),
        .tag(cache_tag)
    );
    localparam
        S_IDLE = 0,
        S_PRE_BACK = 1,
        S_BACK = 2,
        S_FILL = 3,
        S_WAIT = 4;
    reg [2:0]state = 0;
    reg [2:0]next_state = 0;
    reg [ELEMENT_WORDS_WIDTH-1:0]word_count = 0;
    reg [ELEMENT_WORDS_WIDTH-1:0]next_word_count = 0;
    assign cmu_state = state;
    always @ (posedge clk) begin
        if (rst) begin
            state <= S_IDLE;
            word_count <= 2'b00;
        end
        else begin
            state <= next_state;
            word_count <= next_word_count;
        end
    end
    always @ (*) begin
        if (rst) begin
            next_state = S_IDLE;
            next_word_count = 2'b00;
        end
        else begin
            case (state)
                S_IDLE: begin
                    if (en_r || en_w) begin
                        if (cache_hit)
                            next_state = S_IDLE;
                        else if (cache_valid && cache_dirty)
                            next_state = S_PRE_BACK;
                        else
                            next_state = S_FILL;
                    end
                    next_word_count = 2'b00;
                end
                S_PRE_BACK: begin
                    next_state = S_BACK;
                    next_word_count = 2'b00;
                end
                S_BACK: begin
                    if (mem_ack_i && word_count == {ELEMENT_WORDS_WIDTH{1'b1}})     
                        next_state = S_FILL;
                    else
                        next_state = S_BACK;
                    if (mem_ack_i)
                        next_word_count = word_count + 2'b01;
                    else
                        next_word_count = word_count;
                end
                S_FILL: begin
                    if (mem_ack_i && word_count == {ELEMENT_WORDS_WIDTH{1'b1}})
                        next_state = S_WAIT;
                    else
                        next_state = S_FILL;
                    if (mem_ack_i)
                        next_word_count = word_count + 2'b01;
                    else
                        next_word_count = word_count;
                end
                S_WAIT: begin
                    next_state = S_IDLE;
                    next_word_count = 2'b00;
                end
            endcase
        end
    end
    always @ (*) begin
        case(state)
            S_IDLE, S_WAIT: begin
                cache_addr = addr_rw;
                cache_load = en_r;
                cache_edit = en_w;
                cache_store = 1'b0;
                cache_u_b_h_w = u_b_h_w;
                cache_din = data_w;
            end
            S_BACK, S_PRE_BACK: begin
                cache_addr = {addr_rw[ADDR_BITS-1:BLOCK_WIDTH], next_word_count, {ELEMENT_WORDS_WIDTH{1'b0}}};
                cache_load = 1'b0;
                cache_edit = 1'b0;
                cache_store = 1'b0;
                cache_u_b_h_w = 3'b010;
                cache_din = 32'b0;
            end
            S_FILL: begin
                cache_addr = {addr_rw[ADDR_BITS-1:BLOCK_WIDTH], word_count, {ELEMENT_WORDS_WIDTH{1'b0}}};
                cache_load = 1'b0;
                cache_edit = 1'b0;
                cache_store = mem_ack_i;
                cache_u_b_h_w = 3'b010;
                cache_din = mem_data_i;
            end
        endcase
    end
    assign data_r = cache_dout;
    always @ (*) begin
        case (next_state)
            S_IDLE, S_PRE_BACK, S_WAIT: begin
                mem_cs_o = 1'b0;
                mem_we_o = 1'b0;
                mem_addr_o = 32'b0;
            end
            S_BACK: begin
                mem_cs_o = 1'b1;
                mem_we_o = 1'b1;
                mem_addr_o = {cache_tag, addr_rw[ADDR_BITS-TAG_BITS-1:BLOCK_WIDTH], next_word_count, {ELEMENT_WORDS_WIDTH{1'b0}}};
            end
            S_FILL: begin
                mem_cs_o = 1'b1;
                mem_we_o = 1'b0;
                mem_addr_o = {addr_rw[ADDR_BITS-1:BLOCK_WIDTH], next_word_count, {ELEMENT_WORDS_WIDTH{1'b0}}};
            end
        endcase
    end
    assign mem_data_o = cache_dout;
    assign stall = next_state != S_IDLE;
endmodule
==> run.sh <==
#!/bin/bash
# OpenROAD 26Q1-2900-gdf79404cd8, Yosys 0.63+post, stock flow scripts
make -C /OpenROAD-flow-scripts/flow DESIGN_CONFIG=/design/flow/config.mk WORK_HOME=/design/flow/orfs finish
==> config.mk <==
export PLATFORM = sky130hd
export DESIGN_NAME = cmu
export DESIGN_NICKNAME = cmu
export VERILOG_FILES = /design/flow/design.v
export SDC_FILE = /design/flow/constraint.sdc
export NUM_CORES = 4
export LEC_CHECK = 1
export CORE_UTILIZATION = 30
export SYNTH_MEMORY_MAX_BITS = 65536
==> constraint.sdc <==
current_design cmu

set clk_period 22.8
set clk_io_pct 0.2

create_clock -name clk0 -period $clk_period [get_ports {clk}]

set non_clock_inputs [all_inputs -no_clocks]
set_input_delay [expr $clk_period * $clk_io_pct] -clock clk0 $non_clock_inputs
set_output_delay [expr $clk_period * $clk_io_pct] -clock clk0 [all_outputs]
==> run notes <==
run results: CTS tree yes, global-route wire length before repair 2080000 um, DR pass1 iterations 6, dpl hpwl 970000 um, Yosys Chip Area 0.401 mm^2, Worst Tran Pin Value 1.39 ns, Late-Pin Clk Latency 1.18 ns, Synth cell types 92, CTS resizes 0, Worst IR Drop VDD 76.5 uV, slowest stage delay, CP 0.53 ns, area leader, netlist edfxtp_1, P_leak 0.199 uW, I/O pin total 206, register pins left without a clock 107, relative slew slack 0.0761, area delta synth->final 26.3%, status completed, routed len/inst 32.0 um, cells along the critical path clkdlybuf4s50_1, Hold Vio Cnt, Final 0, Tool Warnings 1044, final WL 1550000 um, sw frac 0.264, Clock Tree Root clkbuf_16, routability congestion estimate 1.04, Post-synth top cells 9760 x edfxtp_1, 3269 x mux4_2, 725 x nor2_1, Pins Over Slew Limit 0, endpoints left unconstrained 1612, final setup vio count 0, ys cells 18400, number of max-cap violations 0, top-area cell type share of the netlist area 0.731, H-tree depth 7, Mapped Area 0.401 mm^2, CTS max path bufs 5, DRT antenna net count 0, total gr overflow 0, Die X 1160 um, total number of vias 247000, Comb power frac 0.001, Num CTS Buffers 1078, final worst clock skew 0.123 ns, CP arrival 13.47 ns, CP startpoint kind flip-flop, hold_buf cts 0, synthesized area per cell 21.8 um^2, CP bufs+invs 1, Residual DRC 0, largest net degree at the start of global routing 109, Initial DRC Count 18600, Reg clk slew, reported paths 0.04 ns, sw power 11700 uW, fp_density 0.301, vias per cell 5.09, CP max-delay cell clkdlybuf4s50_1, Yosys warnings 2, CP top delay family buffers and inverters, share of cells above drive strength 1 0.224, Final Instance Area 0.506 mm^2, hold crit path type flip-flop to flip-flop, endpoint class of the critical path output pin, Post-synth EDFFs 9760, Setup Buffers After CTS 0, Synth Instances 18400, Buffers on Ports 203, Top area cell types edfxtp_1 73%, mux4_2 18%, mux2i_1 1.2%, Row Count 424, die span in y 1160 um, CP Data Required Time 18.24 ns, initial antenna violation count 239, asr flop ratio synth 0, Post-DP Area 0.432 mm^2, Pwr Density 87.3 mW/mm^2, vias in the first global route 278000, RSZ-0062 raised after global routing false, Die Size 1.34 mm^2, CP Max Fanout 2, most common cell in the netlist edfxtp_1, Tot GR Track Use 0.248, P_int 32500 uW, Post-synth regs 10000, core area 1.33 mm^2, Clock Power Share 0.549, Sequential Power Share 0.450, setup_tns 0 ns, dominant register cell edfxtp_1, Setup CP Type flip-flop to output pin
[sequential cells by signal, indices dropped and copies added, names as in the netlist]
signal              count
CACHE.inner_data     8192
CACHE.inner_tag      1472
CACHE.inner_dirty      64
CACHE.inner_recent     64
CACHE.inner_valid      64
CACHE.dout             32
cache_addr             32
cache_din              32
mem_addr_o             30
CACHE.tag              23
cache_u_b_h_w           3
next_state              3
state                   3
next_word_count         2
word_count              2
CACHE.dirty             1
CACHE.hit               1
CACHE.valid             1
cache_edit              1
cache_load              1
cache_store             1
mem_cs_o                1
mem_we_o                1
[path summary, 6_finish.rpt]
check	start	to	slack, ns	depth (start not counted)
max reg2reg	CACHE.inner_tag[3][0]$_DFFE_NP_	CACHE.inner_data[30][10]$_DFFE_NP_	12.77	19
min reg2reg	CACHE.inner_dirty[23]$_DFF_N_	CACHE.inner_dirty[23]$_DFF_N_	0.46	2
min	CACHE.inner_dirty[23]$_DFF_N_	CACHE.inner_dirty[23]$_DFF_N_	0.46	2
max	CACHE.dout[6]$_DFFE_NP_	mem_data_o[6]	4.77	1
[area by class of cell]
cell class / count / area (um^2)
clock buffers: 1106 / 27700
flip-flops and latches: 10000 / 298000
multi-input cells: 7178 / 101000
diodes: 368 / 921
clock inverters: 10700 / 45100
repair buffers: 1457 / 11600
well taps: 17700 / 22100
fillers: 118000 / 826000
inverters: 24 / 121
[power groups by stage]
stage / Clock [uW] / Combinational [uW] / Sequential, uW
4_1_cts: 24900 / 41.5 / 19900
5_1_grt: 27000 / 43.5 / 19800
6_report: 24200 / 42.0 / 19900
[kinds of logic after synthesis]
logic type	count (synthesis)	share of synthesized area
flops	9919	0.739
mux	3847	0.198
simple gates	1793	0.0193
compound gates	1479	0.0240
buf+inv	1217	0.0137
latches	107	0.00402
xor+xnor	48	0.00105
fa+ha+maj	9	0.000275
other cells	1	0.00000936
[layer usage]
layer / share of wire / global-route usage / vias up
li1: - / - / 102000
met1: 0.26 / 0.201 / 120000
met2: 0.42 / 0.316 / 21100
met3: 0.23 / 0.280 / 3885
met4: 0.068 / 0.160 / 364
met5: 0.014 / 0.133 / -
[metrics by stage]
stage	hold WS, ns	setup slack [ns]	std cells	utilization	power (uW)
4_1_cts	0.467	4.72	48200	0.379	44800
3_5_place_dp	0.458	5.95	36400	0.325	22700
6_report	0.464	4.77	48500	0.380	44200
3_3_place_gp	0.453	5.95	36400	0.325	22700
2_1_floorplan	0.436	6.39	18400	-	22700
5_1_grt	0.478	4.71	48500	0.380	46900
[layout by cell type (no fill, tap or decap), drive strengths merged, types with 107 or more instances in the layout]
cell type and count:
dlxtn 107, nor2 726, clkbuf 1106, buf 1254, bufinv 127, mux2i 470
mux4 3269, dfxtp 159, diode 368, clkdlybuf4s50 203, inv 10300, o22ai 142
a21oi 480, a22oi 151, o21ai 217, edfxtp 9760, nand2 661, mux2 108
clkinvlp 245
Power and IR drop assume default switching activity.
